[flow/config.mk]
export PLATFORM = sky130hd
export DESIGN_NAME = alu
export DESIGN_NICKNAME = alu
export VERILOG_FILES = /design/flow/design.v
export SDC_FILE = /design/flow/constraint.sdc
export NUM_CORES = 4
export LEC_CHECK = 1
export CORE_AREA = 10 10 70 70
export DIE_AREA = 0 0 80 80
[flow/constraint.sdc]
current_design alu

set clk_period 3.0
set clk_io_pct 0.2

create_clock -name clk0 -period $clk_period

set non_clock_inputs [all_inputs -no_clocks]
set_input_delay [expr $clk_period * $clk_io_pct] -clock clk0 $non_clock_inputs
set_output_delay [expr $clk_period * $clk_io_pct] -clock clk0 [all_outputs]
[flow/design.v]
module alu(A,B,Op,alu_out);
input [3:0] A,B;
input [2:0] Op;
output reg [3:0] alu_out;
always @(*)
 begin
 case (Op)
    3'b000:alu_out=0;
    3'b001: alu_out= A+B;
    3'b010: alu_out=A-B;
    3'b011: alu_out=A&B;
    3'b100: alu_out=A|B;
    3'b101: alu_out= ~A;
    3'b110: alu_out= ~B;
    3'b111: alu_out=0; 
    default: alu_out=0;
 endcase    
end
endmodule
[flow/run.sh]
#!/bin/bash
# OpenROAD 26Q1-2900-gdf79404cd8, Yosys 0.63+post, stock flow scripts
make -C /OpenROAD-flow-scripts/flow DESIGN_CONFIG=/design/flow/config.mk WORK_HOME=/design/flow/orfs finish
==> results_slide.txt <==
Physical Implementation Snapshot

Outcome
  – Status: complete, no violations

Floorplanning
  – Core box area: 3420 sq um
  – I/O pin count: 15
  – Die height: 80 microns
  – Row cnt: 21
  – DIE AREA: 6400 sq um
  – Die width: 80 microns
  – Core utilization before placement: 0.137

Timing
  – Hold WS: 1730 ps
  – Sum of negative setup slack: 0 ps
  – Max Fclk: 349 MHz
  – Min Tclk post-route: 2860 ps
  – Worst Max-Slew Pin Slew: 260 ps
  – Max-slew headroom: 0.824
  – Final-report max-slew violation count: 0
  – # setup viols final: 0
  – RSZ-0062 raised after global routing: no
  – Cycle use final: 0.955
  – Final Hold Fails: 0

GRT
  – Tot GR Track Use: 0.0457
  – First-pass GRT wire length: 2550 microns
  – Initial antenna violation count: 0
  – Vias in the first global route: 603
  – GR Overflow Total: 0
  – Largest net degree at the start of global routing: 12

Run
  – Tool warning count: 35
  – Max cap viols: 0

Synth
  – Largest area contributor in the netlist: ha_1
  – Simple logic cell fraction of the synthesized area: 0.252
  – Mapped cell area: 467 sq um
  – Post-synth top cells: inv_1, o21ai_0, ha_1, nor2_1, nor3_1
  – Mux area share: 0.0456
  – XOR Share, Synth: 0.0751
  – Compound Share, Synth: 0.295
  – Top-area cell share: 0.161
  – Yosys cell types: 30
  – Number of cells in Yosys stat: 63
  – Biggest area cells: ha_1, o21ai_0, inv_1
  – Synth Instances: 63
  – YS warnings: 1
  – Main logic family after synthesis: AND-OR/OR-AND gates
  – YS chip area: 467 sq um
  – Mean Syn Cell Area: 7.41 sq um
  – Seq share, synth: 0
  – Synth Area in Adders: 0.204

Route
  – Detail Route Antenna Nets: 0
  – 1st-pass router iterations: 4
  – Remaining DRCs: 0
  – Via count: 535
  – ANT cells: 0
  – Vias per cell: 3.85
  – Final WL: 1410 microns
  – Routed len/inst: 10.2 microns
  – Initial DRC Count: 7

Layout
  – Reg area: 0 sq um
  – Final core occ: 0.230
  – Post-route cell area: 786 sq um
  – FFs & Latches: 0
  – Layout overhead on the synthesized area: 68.4%
  – Final-layout clock buffer total: 0
  – Layout cells sized above 1: 0.452

Setup path
  – CP Launch Type: input port
  – Crit-path max FO: 2
  – Worst endpoint required time: 2400 ps
  – Crit path DAT: 2260 ps
  – Critical Path End Type: output port
  – Critical path class: in -> out

Placed design
  – Port-buffer cells: 15
  – Post-DP HPWL: 1210 microns
  – Routability cong.: 0.920
  – Post-DP Area: 783 sq um

Power
  – Peak VDD IR: 0.0425 mV
  – Static leakage: 0.350 nW
  – PwrDens: 159 nW/um^2
  – Total power: 0.000125 W

Min path
  – Hold depth: 4
  – Worst hold endpoint: alu_out[2]
  – Critical hold path startpoint: Op[2]
  – Min-Delay Path Class: in -> out

CTS
  – Postcts setup bufs: 0
[report_power, final]
part / switching (W) / leakage (nW) / internal [W]
clock: 0 / 0 / 0
combinational: 0.0000534 / 0.350 / 0.0000719
sequential: 0 / 0 / 0
total: 0.0000534 / 0.350 / 0.0000719
[per-layer routing]
layer | vias up | global-route usage | share of wire
met5 | - | 0 | 0
met2 | 7 | 0.0899 | 0.53
li1 | 283 | - | -
met1 | 245 | 0.0515 | 0.42
met3 | 0 | 0.00795 | 0.052
met4 | 0 | 0.00176 | 0
[kinds of logic (layout without fill, tap and decap cells)]
kind of cell,Yosys count,after routing
adders and majority gates,7,7
and+or+nand+nor,19,19
xor gates and xnor gates,4,4
buffers and inverters,12,42
muxes,2,2
AOI/OAI and AO/OA,19,19
[worst max-delay path by stage]
stage | from | endpoint
CTS | B[0] | alu_out[2]
global route | A[0] | alu_out[0]
finish | A[0] | alu_out[0]
[area by class of cell]
class | count | area, sq um
multi-input combinational | 51 | 447
fill | 390 | 2630
inverter | 9 | 33.8
tap | 46 | 57.6
timing repair buffer | 33 | 248
[placed cells by master, fill, tap and decap left out, types with 3 or more instances in the layout]
cell             count
inv_1                5
inv_2                4
nor2_1               5
o21ai_0              6
nor3_1               4
buf_2                5
xnor2_1              3
clkdlybuf4s50_1      6
ha_1                 6
buf_4               18
[critical path, cell delays in order]
cell             delay, ps
clkdlybuf4s50_1        470
inv_1                   60
buf_4                  130
ha_1                   180
nor2_1                  80
a21oi_1                 40
or3_1                  380
a21oi_2                120
dlygate4sd2_1          200
[per-stage QoR]
| stage | instances | setup slack [ps] |
|---|---|---|
| floorplan | 63 | 200 |
| global placement | 139 | -743 |
| detailed placement | 139 | -735 |
| CTS | 139 | -41.6 |
| global route | 139 | 32.1 |
| finish | 139 | 136 |
[what timing repair did]
action                                  CTS  global route
pin swaps                                 6             6
gates resized                            28            10
hold buffers                              0             0
endpoints found under the setup margin    4             3
Power is estimated from default activity; no workload was simulated.
