### ./design.v
module ones(s,a,b);
output [2:0] s;
input [2:0] a,b;
wire [2:0] b_c= ~b;
wire [3:0] s1=a + b_c;
wire [2:0] s2=(s1[3]==1)?(s1[2:0]+1):(~(s1[2:0]));
assign s=s2;
endmodule
### ./run.sh
#!/bin/bash
# OpenROAD 26Q1-2900-gdf79404cd8, Yosys 0.63+post, stock flow scripts
make -C /OpenROAD-flow-scripts/flow DESIGN_CONFIG=/design/flow/config.mk WORK_HOME=/design/flow/orfs finish
### ./config.mk
export PLATFORM = sky130hd
export DESIGN_NAME = ones
export DESIGN_NICKNAME = ones
export VERILOG_FILES = /design/flow/design.v
export SDC_FILE = /design/flow/constraint.sdc
export NUM_CORES = 4
export LEC_CHECK = 1
export CORE_AREA = 10 10 70 70
export DIE_AREA = 0 0 80 80
### ./constraint.sdc
current_design ones

set clk_period 3.2
set clk_io_pct 0.2

create_clock -name clk0 -period $clk_period

set non_clock_inputs [all_inputs -no_clocks]
set_input_delay [expr $clk_period * $clk_io_pct] -clock clk0 $non_clock_inputs
set_output_delay [expr $clk_period * $clk_io_pct] -clock clk0 [all_outputs]
==> reports/results.ini <==
[outcome]
status=completed

[detailed_routing]
dr.max_layer_used=met3
drc=0
drt-wirelength-per-cell_um=5.532
ant_nets=0
firstDrtPassIters=1
wl_met3_um=51
met1_length_um=169
wl_um=426
vias_per_cell=2.000
drtIter0Drc=0
dr_wl_met2_um=205
vias=154
n_antenna_cell=0

[global_route]
grt_usage_pct=1.388
grt_max_degree=3
grt_pass1_vias=174
antenna_found_initial=0
grt_pass1_wl_um=765
grt_overflow=0

[die]
fp.dieW_um=80
chip_area_mm2=0.006400
core_area_mm2=0.003416
die.size.y_um=80
io_pins=9
core_util_floorplan_pct=4.396
row_count=21

[hold_path]
hp-class=in -> out

[sta]
fin_crit_ps=3044
relSlewSlack_pct=85.35
maxSlewViolCount=0
setup_tns_ps=0
max_freq_mhz=328.5
setup_violations=0
grt_setup_unrepaired=false
hold_viol=0
tightestPinTransition_ps=219.3
fin_crit_sh_pct=95.14

[layout]
area_delta_synth_final_pct=120.0
clkbuf_count=0
seq_area_um2=0
logic_area_um2=135.1
drive_above_1_share_pct=29.03
finish.utilization_pct=9.670
final_cells=77
seq_cells=0
fillers=406

[worst_setup_path]
crit_path_frequent_cell=inv_1
cp.required_ps=2560
worstPathMaxFanout=2
setup.worst_path.start=b[0]
start_kind=input pin
crit_path_end_kind=primary output
path_depth=9
critical_path.top_delay_family=adder cells
path_buffers=5
slowest_stage=fa_1
path_cells=dlygate4sd2_1 -> inv_1 -> ha_2 -> inv_2 -> fa_1 -> inv_1 -> ha_1 -> mux2_4 -> buf_6
crit_path_end=s[1]
arrival_ps=2400
path_class=in -> out
max_stage_delay_ps=560

[yosys]
netlist_instances=19
ys_cells=19
area_leaders=ha_1, inv_1, fa_1, xnor2_1, a211oi_2
top_cell_area_share_pct=33.33
top_area_cell=ha_1
synth_cell_types=8
syn_avg_cell_area_um2=7.902
ys_warn_count=0
ys_chip_area_um2=150.1
netlist_area_um2=150.1
ys_seq_share_pct=0

[power_and_ir_drop]
vdd_ir_drop_max_uv=19.54
power_frac_comb_pct=100.0
p_sw_mw=0.01904
pwr_density_cell_mw_per_mm2=172.9
leakage_nw=0.1462
internal_power_mw=0.03808
p_clk_share_pct=0
netSwitchingFraction_pct=33.33
seq_power_share_pct=0

[flow_run]
cap_violations=0
warnings=32

[placement]
gp_congestion=0.6694
port-buffer-count=9
dp_cells=75
dp_hpwl_um=379.5

stage by stage:
| stage | area, um2 | setup slack (ps) | power (mW) | hold slack [ps] |
|---|---|---|---|---|
| 2_1_floorplan | 150.1 | 652.8 | 0.02135 | 1426 |
| 3_3_place_gp | 305.3 | -322.5 | 0.05110 | 2350 |
| 3_5_place_dp | 305.3 | -327.4 | 0.05131 | 2347 |
| 4_1_cts | 330.3 | 152.3 | 0.05915 | 1986 |
| 5_1_grt | 330.3 | 11.43 | 0.06462 | 2023 |
| 6_report | 330.3 | 155.6 | 0.05712 | 1975 |
power by group through the flow:
stage	Sequential (mW)	Combinational (mW)	Clock (mW)
4_1_cts	0	0.0591	0
5_1_grt	0	0.0646	0
6_report	0	0.0571	0
cell families (layout without fill, tap and decap cells):
kind of cell | after synthesis | count (layout) | share of synthesized area [%]
compound gates | 1 | 1 | 8.332
mux | 1 | 1 | 7.499
xor+xnor | 2 | 2 | 11.67
simple gates | 3 | 3 | 8.332
buf+inv | 7 | 19 | 17.50
fa+ha+maj | 5 | 5 | 46.67
synth_stat cells:
master and n:
fa_1 1, nor3_1 1, mux2_1 1, ha_1 4
xnor2_1 2, a211oi_2 1, inv_1 7, nor2_1 2
cell type report:
class                           instances  share of cell area [%]
Multi-Input combinational cell         12                   40.91
Timing Repair Buffer                   12                   33.71
Tap cell                               46                   17.42
Inverter                                7                   7.955
what timing repair did:
item                                    4_1_cts  5_1_grt
endpoints found under the setup margin        2        0
gates resized                                13        0
buffers inserted                              2        0
hold buffers                                  0        0
layer usage:
| metal | track usage [%] | up-vias |
|---|---|---|
| met5 | 0 | - |
| met3 | 0.3409 | 0 |
| met4 | 0 | 0 |
| li1 | - | 82 |
| met2 | 2.729 | 5 |
| met1 | 1.524 | 67 |
cell usage in the layout (no fill, tap or decap):
cell	count
fa_1	1
buf_4	3
ha_2	1
a211oi_2	1
nor2_1	2
inv_1	6
mux2_4	1
nor3_2	1
dlygate4sd2_1	2
xnor2_1	2
clkdlybuf4s15_1	1
inv_2	1
clkdlybuf4s50_1	5
ha_1	3
buf_6	1
how the worst min path moves through the flow:
stage,from,cells past startpoint,slack (ps),endpoint
finish,a[0],5,1980,s[1]
global route,a[0],5,2020,s[1]
CTS,a[0],5,1990,s[1]
Power is estimated from default activity; no workload was simulated.
